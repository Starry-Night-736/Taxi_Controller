==> flow/constraint.sdc <==
current_design disp_sel

set clk_period 4.8
set clk_io_pct 0.2

create_clock -name clk0 -period $clk_period [get_ports {clk}]

set non_clock_inputs [all_inputs -no_clocks]
set_input_delay [expr $clk_period * $clk_io_pct] -clock clk0 $non_clock_inputs
set_output_delay [expr $clk_period * $clk_io_pct] -clock clk0 [all_outputs]
==> flow/run.sh <==
#!/bin/bash
# OpenROAD 26Q1-2900-gdf79404cd8, Yosys 0.63+post, stock flow scripts
make -C /OpenROAD-flow-scripts/flow DESIGN_CONFIG=/design/flow/config.mk WORK_HOME=/design/flow/orfs finish
==> flow/config.mk <==
export PLATFORM = sky130hd
export DESIGN_NAME = disp_sel
export DESIGN_NICKNAME = disp_sel
export VERILOG_FILES = /design/flow/design.v
export SDC_FILE = /design/flow/constraint.sdc
export NUM_CORES = 4
export LEC_CHECK = 1
export CORE_UTILIZATION = 30
==> flow/design.v <==
module disp_sel(input clk,                   
                input rst_n,                 
                input [1:0] state,           
                input key_3,
                input key_4,
                input [31:0] digit_price,
                input [31:0] digit_tm,
                input [31:0] digit_dist,
                input [31:0] diglock_price,
                input [31:0] diglock_tm,
                input [31:0] diglock_dist,
                output wire [31:0] digit);
    wire [1:0] src;
    reg [31:0] digit_d;  
    reg [31:0] digit_s;  
    reg [5:0] count;     
    assign src   = {key_4, key_3};
    assign digit = (state == 2'b00)?digit_d:digit_s;
    always @(state or rst_n or src) begin
        if (!rst_n) begin
            digit_s = 32'b11111111111111111111111111111111;
        end
        else begin
            if (state == 2'b00) begin        
                ;
            end
            else begin
                case (src)
                    2'b00: digit_s = 32'b11111111111111111111111111111111;
                    2'b01: digit_s = digit_price;
                    2'b10: digit_s = digit_tm;
                    2'b11: digit_s = digit_dist;
                    default:;
                endcase
            end
        end
    end
    always @(posedge clk or negedge rst_n) begin
        if (!rst_n) begin
            digit_d <= 32'b11111111111111111111111111111111;
        end
        else begin
            if (state == 2'b00) begin
                case (count)
                    0, 9: digit_d               <= 32'b11111111111111111111111111111111;
                    10, 14, 15, 16, 21: digit_d <= 32'b11111111111111111111111111111111;
                    22, 30, 34, 35, 36: digit_d <= 32'b11111111111111111111111111111111;
                    40, 48, 52, 53, 54: digit_d <= 32'b11111111111111111111111111111111;
                    1: digit_d <= {24'b111111111111111111111111, 7'b0011000, 1'b1};
                    2: digit_d <= {16'b1111111111111111, 7'b0011000, 1'b1, 7'b0001000, 1'b1};
                    3: digit_d <= {8'b11111111, 7'b0011000, 1'b1, 7'b0001000, 1'b1, 7'b1001111, 1'b1};
                    4: digit_d <= {7'b0011000, 1'b1, 7'b0001000, 1'b1, 7'b1001111, 1'b1, 7'b0110001, 1'b1};
                    5: digit_d <= {7'b0001000, 1'b1, 7'b1001111, 1'b1, 7'b0110001, 1'b1, 7'b0110000, 1'b1};
                    6: digit_d <= {7'b1001111, 1'b1, 7'b0110001, 1'b1, 7'b0110000, 1'b1, 8'b11111111};
                    7: digit_d <= {7'b0110001, 1'b1, 7'b0110000, 1'b1, 16'b1111111111111111};
                    8: digit_d <= {7'b0110000, 1'b1, 24'b111111111111111111111111};
                    11, 12, 13, 17, 18, 19: digit_d <= diglock_price;
                    23: digit_d <= {24'b111111111111111111111111, 7'b0001111, 1'b1};
                    24: digit_d <= {16'b1111111111111111, 7'b0001111, 1'b1, 7'b1001111, 1'b1};
                    25: digit_d <= {8'b11111111, 7'b0001111, 1'b1, 7'b1001111, 1'b1, 7'b0001001, 1'b1};
                    26: digit_d <= {7'b0001111, 1'b1, 7'b1001111, 1'b1, 7'b0001001, 1'b1, 7'b0110000, 1'b1};
                    27: digit_d <= {7'b1001111, 1'b1, 7'b0001001, 1'b1, 7'b0110000, 1'b1, 8'b11111111};
                    28: digit_d <= {7'b0001001, 1'b1, 7'b0110000, 1'b1, 16'b1111111111111111};
                    29: digit_d <= {7'b0110000, 1'b1, 24'b111111111111111111111111};
                    31, 32, 33, 37, 38, 39: digit_d <= diglock_tm;
                    41: digit_d <= {24'b111111111111111111111111, 7'b0000001, 1'b1};
                    42: digit_d <= {16'b1111111111111111, 7'b0000001, 1'b1, 7'b1001111, 1'b1};
                    43: digit_d <= {8'b11111111, 7'b0000001, 1'b1, 7'b1001111, 1'b1, 7'b0100100, 1'b1};
                    44: digit_d <= {7'b0100100, 1'b1, 7'b1001111, 1'b1, 7'b0100100, 1'b1, 7'b0001111, 1'b1};
                    45: digit_d <= {7'b1001111, 1'b1, 7'b0100100, 1'b1, 7'b0001111, 1'b1, 8'b11111111};
                    46: digit_d <= {7'b0100100, 1'b1, 7'b0001111, 1'b1, 16'b1111111111111111};
                    47: digit_d <= {7'b0001111, 1'b1, 24'b111111111111111111111111};
                    49, 50, 51, 55, 56, 57: digit_d <= diglock_dist;
                    default: digit_d <= 32'b11111111111111111111111111111111;
                endcase
                if (count < 58)
                    count <= count + 1;
                else
                    ;
            end
            else count = 0;
        end
    end
endmodule
==> out/metrics.cfg <==
[floorplanning]
die_w_um = 128
ioPinCount = 230
fp.coreArea_sq_um = 15300
rows = 45
fp_util_pct = 30.9
die-height_um = 128
dieArea_sq_um = 16300

[logic_synthesis]
ys_cells = 646
synth-edff-count = 6
syn_inst = 646
ff_type = dlxtn_1
top_cells_by_area = dfstp_2 18%, nand2_1 17%, dlxtn_1 10%, mux2i_1 6.8%, o21ai_0 5.4%
yosysWarnings = 1
largest_area_cell = dfstp_2
yosys.area.top_type_share_pct = 17.7
top_cell = nand2_1
async_flop_share_pct = 45.7
syn_avg_cell_area_sq_um = 7.34
top_cells_by_count = 214 x nand2_1, 51 x o21ai_0, 32 x dfstp_2, 32 x dlxtn_1, 32 x mux2i_1
syn_area_sq_um = 4740
yosys_area_sq_um = 4740
ys_ff = 70
synthDistinctLibCells = 64

[flow_run]
drv_cap = 0
tool_warnings = 28

[critical_path]
worstSetupPathType = in2out
cp.required_ps = 3840
crit_fanout = 26
start_kind = input port
critical_path.endpoint_type = output pin
crit_arrival_ps = 2950

[timing]
timing.setup.tns_ps = 0
untimed_endpoints = 32
worstMarginPinSlew_ps = 946
period_used_pct = 81.5
max_slew_margin_pct = 35.3
slew_violations = 0
grt_setup_unrepaired = false
unclocked_pins = 32
fin_ws_ps = 889
hold_viol = 0
fmax_mhz = 256
final-setup-viol-count = 0
finClkSkew_ps = 5.27
fin_crit_ps = 3910

[placement]
dp_cells = 1049
io_buffers = 229
post-place-ws_ps = 894
gp_congestion = 0.932
place_area_sq_um = 7190
hpwl_um = 16200

[clock_network]
clk_pin_slew_ps = 50
cts_tree = built
htreeDepth = 2
cts_resized = 0
clockRootBuffer = clkbuf_16
cts_buffers = 5
cts_buffer_depth = 2
cts_setup_buffers = 0
postCtsHoldBufs = 0
clk_latency_ps = 280

[power_and_ir_drop]
p_leak_uw = 0.00304
p_comb_share_pct = 39.6
powerDensity_nw_per_um2 = 186
power.share.clock_pct = 24.5
p_int_uw = 944
vdd_drop_max_mv = 0.172
p_seq_share_pct = 35.9
netSwitchingFraction_pct = 30.7
power.switching_uw = 419

[global_routing]
grt_antenna_before_repair = 0
grt_pass1_vias = 5527
grt_usage_pct = 25.7
grt_pass1_wl_um = 31300
grt_max_degree = 66
grt-ovfl-total = 0

[detailed_routing]
drt-total-wl_um = 20600
wl_per_cell_um = 19.5
antennaDiodeCount = 0
ant_nets = 0
drtIter0Drc = 412
drc = 0
dr_total_vias = 5631
vias_per_cell = 5.33
dr.pass1.iters = 6

[finish]
drive_above_1_share_pct = 8.04
design_area_sq_um = 7340
area_delta_synth_final_pct = 54.9
postLayoutCoreUtil_pct = 47.9
fin_cells = 1057

[hold_path]
hp-class = reg2reg

[run_status]
status = complete, no violations

==> power by group through the flow <==
stage,clock (uW),sequential [uW],combinational [uW]
6_report,334,489,540
5_1_grt,358,497,589
4_1_cts,345,489,541
==> registers in the layout (all words and copies together) (netlist names) <==
name     count
digit_s     32
count        6
digit_d     32
==> worst max-delay path, cell delays in order <==
cell and delay, ps:
clkdlybuf4s50_1 460, nor2_4 570, buf_4 350, nand2_1 80
nand2_1 70, clkdlybuf4s50_1 450
==> cell usage in the layout (no fill, tap or decap), types with 5 or more instances in the layout <==
cell,synthesis,routed
clkdlybuf4s50_1,0,227
edfxtp_1,6,6
clkbuf_16,0,5
a21oi_1,18,18
nand2b_1,5,5
nand3_1,10,10
o22a_1,8,8
dlxtn_1,32,32
nand4_1,7,7
buf_4,0,19
o21ai_0,51,51
o32a_1,15,15
nand3b_1,6,6
nand2_1,214,214
mux2i_1,32,32
dfstp_2,32,32
a222oi_1,13,13
and2_1,6,6
inv_1,9,9
nor2_1,24,23
a221oi_1,7,7
nor2b_1,8,8
a31oi_1,6,6
==> worst paths after layout <==
check                              end         from  slack, ps  cells after the start
max                           digit[5]     state[1]        890                      6
min                        digit_d[30]  digit_d[30]        510                      2
max reg2reg                digit_d[28]     count[0]       1230                      7
max in group asynchronous  digit_d[29]        rst_n       3420                      2
min in group asynchronous  digit_d[15]        rst_n       1300                      2
min reg2reg                digit_d[30]  digit_d[30]        510                      2
==> metrics by stage <==
step	power (uW)	hold slack, ps
2_1_floorplan	722	481
3_5_place_dp	1030	494
3_3_place_gp	1030	494
4_1_cts	1370	509
5_1_grt	1440	518
6_report	1360	511
==> kinds of logic after synthesis <==
logic type / after synthesis / synth area share [%]
mux: 32 / 6.76
simple gates: 313 / 29.7
flops: 38 / 21.5
fa+ha+maj: 4 / 1.06
xor+xnor: 2 / 0.370
buf+inv: 65 / 6.10
latches: 32 / 10.1
compound gates: 160 / 24.4
==> layout make-up <==
| cell class | instances | area [sq um] |
|---|---|---|
| Multi-Input combinational cell | 511 | 2970 |
| Sequential cell | 70 | 1500 |
| Inverter | 9 | 33.8 |
| Clock buffer | 6 | 139 |
| Tap cell | 211 | 264 |
| Fill cell | 1502 | 7980 |
| Timing Repair Buffer | 248 | 2420 |
| Clock inverter | 2 | 11.3 |
==> metal layers <==
metal	wire, um	up-vias	track usage (%)	share of wire [%]
met1	9130	2657	37.7	44
li1	-	2706	-	-
met2	9540	246	40.7	46
met4	389	0	4.57	1.9
met3	1560	22	4.89	7.5
met5	0	-	0	0
Power figures rest on the tool's default switching activity, not on a simulated workload.
