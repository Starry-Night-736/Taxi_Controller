File: config.mk
export PLATFORM = sky130hd
export DESIGN_NAME = pricemeter
export DESIGN_NICKNAME = pricemeter
export VERILOG_FILES = /design/flow/design.v
export SDC_FILE = /design/flow/constraint.sdc
export NUM_CORES = 4
export LEC_CHECK = 1
export CORE_UTILIZATION = 40
File: run.sh
#!/bin/bash
# OpenROAD 26Q1-2900-gdf79404cd8, Yosys 0.63+post, stock flow scripts
make -C /OpenROAD-flow-scripts/flow DESIGN_CONFIG=/design/flow/config.mk WORK_HOME=/design/flow/orfs finish
File: constraint.sdc
current_design pricemeter

set clk_period 6.5
set clk_io_pct 0.2

create_clock -name clk0 -period $clk_period [get_ports {clk}]

set non_clock_inputs [all_inputs -no_clocks]
set_input_delay [expr $clk_period * $clk_io_pct] -clock clk0 $non_clock_inputs
set_output_delay [expr $clk_period * $clk_io_pct] -clock clk0 [all_outputs]
File: design.v
module pricemeter(input clk,                        
                  input rst_n,                      
                  input [1:0] state,                
                  output reg [19:0] price,          
                  output reg [19:0] price_locked);
    reg isLocked;
    reg charging;
    parameter max_dist  = 9;
    parameter max_time  = 599;
    parameter max_start = 2999;
    reg [9:0] count_dist;     
    reg [9:0] count_time;     
    reg [11:0] count_start;    
    reg is_initialized;       
    wire en_dist;             
    wire en_time;             
    assign en_dist = (state == 2'b01)?1:0;
    assign en_time = (state == 2'b11)?1:0;
    always @(posedge clk or negedge rst_n) begin
        if (!rst_n) begin
            count_dist <= 0;
            count_time <= 0;
        end
        else begin
            if (en_dist) begin
                if (count_start == max_start) begin
                    count_start <= 0;
                    charging    <= 1;
                end
                else begin
                    if (!charging) begin
                        count_start <= count_start + 1;
                    end
                    else
                        ;
                end
                if (count_dist == max_dist)       
                    count_dist <= 0;
                else
                    count_dist <= count_dist + 1;
            end
            else if (state == 2'b00)
                charging <= 0;
            else
                ;
            if (en_time) begin
                if (count_time == max_time)       
                    count_time <= 0;
                else
                    count_time <= count_time + 1;
            end
            else
                ;        
        end
    end
    always @(negedge clk or negedge rst_n) begin
        if (!rst_n) begin
            price = 0;
        end
        else begin
            if (state == 2'b00) begin
                is_initialized = 0;
                if (!isLocked) begin
                    price_locked = price;
                    isLocked     = 1;
                end
                price = 0;
            end
            else begin
                isLocked = 0;
                if (!is_initialized) begin
                    price[15:12]   = 4'b1001;
                    is_initialized = 1;
                end
            end
            if (charging) begin
                if (count_dist == max_dist) begin       
                    price[3:0] = price[3:0] + 4'b0100;
                    price[7:4] = price[7:4] + 4'b0010;
                end
                else
                    ;
            end
            else
                ;
            if (count_time == max_time) begin       
                price[15:12] = price[15:12] + 4'b0001;
            end
            else
                ;
            if (price[3:0] > 4'b1001) begin
                price[3:0] = price[3:0] - 4'b1010;
                price[7:4] = price[7:4] + 4'b0001;
            end
            else
                ;
            if (price[7:4] > 4'b1001) begin
                price[7:4]  = price[7:4] - 4'b1010;
                price[11:8] = price[11:8] + 4'b0001;
            end
            else
                ;
            if (price[11:8] > 4'b1001) begin
                price[11:8]  = price[11:8] - 4'b1010;
                price[15:12] = price[15:12] + 4'b0001;
            end
            else
                ;
            if (price[15:12] > 4'b1001) begin
                price[15:12] = price[15:12] - 4'b1010;
                price[19:16] = price[19:16] + 4'b0001;
                if (price[19:16] > 4'b1001) begin
                    price[11:8]  = 4'b1001;
                    price[15:12] = 4'b1001;
                    price[19:16] = 4'b1001;
                end
                else
                    ;
            end
            else
                ;
        end
    end
endmodule
==> run notes <==
The run finished, with violations left. The final reports fail on setup timing. The total of endpoints with negative setup slack in the final report is 12, and the switching share of power is 31.8%.

For this design, the CTS-stage hold fixing added 0 buffers. The origin of the worst setup path is state[1]. The tools report the kind of launch point of the worst setup path as an input pin. Once iteration 0 of detailed routing completed, the report listed 121 DRC markers. The logs give 0 for the initial antenna violation count and 1 for the number of warnings reported in the yosys synthesis log. In this run the remaining antenna-violating nets after routing total 0. Hold-check failures listed in the final report amount to 0. After detailed placement, the total cell area comes to 0.00494 mm^2. The run gives 224 mW/mm^2 for the total power per unit cell area. For the completed layout, the total cell area is recorded as 0.00541 mm^2. Startpoint of the most critical hold path: price[0].

In the final timing run, aggregate negative setup slack is -2230 ps. Per the final layout report, the fraction of cells sized above drive strength 1 comes to 21.8%. Counting the buffers created by CTS gives 9. TritonCTS built the clock tree. The chip area line in the Yosys stat output reads 0.00399 mm^2.

The clock reaches the later pin of the worst-skew pair after 400 ps. Yosys mapped a number of flops with a built-in enable equal to 35. The total cells reported by yosys after synthesis came out at 365.

The die boundary width works out to 102 um. In the synthesized netlist the async set-or-reset flop fraction comes to 53.3%. In the final report, the number of pins over their slew limit comes to 0. Looking at the cell usage after synthesis, the top flip-flop cell is edfxtp_1. The floorplan has 36 rows. The slew at the pin closest to its max-slew limit is 498 ps. The routed design shows a wire length per standard cell of 12.6 um. The number of fillers in the final layout came out at 821. The buffer depth of the longest clock path was 2. Of the total power, combinational logic draws 17.9%. The synthesized area per cell was 10.9 um^2. Relative to the synthesized area, the layout overhead comes to 35.6%. Counting every instance in the synthesized netlist gives 365. The run gives 70 ps for the clock-pin slew reported for the worst setup and hold paths after clock tree synthesis. The routed layout reports a DRC error count of 0.

Overall routing resource usage recorded by global route was 16.6%. The final route contains 3038 vias. The path class of the tightest hold or removal check is reg2reg. In the post-synthesis netlist, the biggest area contributors are edfxtp_1 (26%), dfrtn_1 (13%), dfrtp_1 (13%). The clock network accounts for 34.2% of the total power. The logs give 0 for the residual overflow from global routing and -239 ps for the slack of the critical path. In the setup report, the worst path falls into the class in2reg.

The iteration count recorded for the first detailed-route pass is 4. For this run, the register share of the synthesized area comes to 51.5%. The via count of the first global-routing pass was 2761; the diode insertion count for antenna repair was 0.

The launch instance of the worst register-to-register path is count_dist[1]. The maximum fanout along the worst path came out at 5. The cell type contributing the most total cell area after synthesis is edfxtp_1. Looking at the clock tree report, the H-tree level count equals 3. Per the OpenROAD power report, leakage power amounts to 0.00232 uW. The buffer_ports step reported a buffer count of 43. The root buffer cell chosen for the clock tree is clkbuf_8. Per the synth log, the flip-flop and latch total comes to 75. The library cell used most frequently in the layout, excluding fill and tap cells, is buf_4. In the final run the clock tree shows a worst skew of 64.7 ps. The run gives 0.842 for the final estimated routing congestion in global placement. Per the synthesis report, the single largest cell type by area occupies 26.4% of cell area. The first global-routing pass estimated 13100 um of wire. The mapped cell area came out at 0.00399 mm^2. The tools report the core region area as 0.00973 mm^2. The data required time reported for the critical path is 3450 ps.

Entering global routing, the biggest net connects 39 pins. The worst-case max-slew headroom was logged as 66.8%. The largest vdd supply drop came out at 136 uV. Area enclosed by the die boundary: 0.0104 mm^2. In the layout the commonest cells are buf_4 (51), clkdlybuf4s50_1 (40), nand2_1 (39), edfxtp_1 (35), inv_1 (34). For the number of distinct library cells after synthesis, the log shows 52. The proportion of power drawn by flip-flops and latches was 47.9%.

The number of warnings reported in the stage logs is 52. For the initial cell density of the core, the log shows 41.0%. During I/O placement, the number of pins put on the boundary was 44.

The routed via count divided by cell count was 4.87. Setup repair after global routing could not meet its margin everywhere. Detailed placement HPWL: 5570 um.

The max capacitance violation total is 0, and the post-placement worst setup slack is -1190 ps. The tools report the kind of capture point of the worst setup path as a flop. With the arrival time of the worst setup path at 3680 ps, the net switching power is 384 uW.

Summed over all layers, the routed wires come to 7870 um. The tools report the internal power component as 825 uW. The number of clock sinks came to 75. The final report gives the core utilization as 55.6%. The vertical die dimension came out at 102 um.
-- power by group through the flow --
stage     clock [uW]  sequential, uW  combinational, uW
4_1_cts          426             579                211
5_1_grt          454             585                245
6_report         414             579                216
-- worst max-delay path, cell delays in order --
cell,delay (ps)
buf_8,100
or2_4,260
and2_4,170
ha_4,280
nor3_1,50
o21ai_0,230
nand3_2,140
o21ai_4,190
mux2i_4,310
buf_4,150
mux2_2,340
nand2_1,70
a21oi_1,60
-- Yosys cell counts, types with 7 or more instances --
library cell  number
and3_1            12
dfrtn_1           20
dfrtp_1           20
edfxtp_1          35
ha_1              13
inv_1             14
nand2_1           39
nand2b_1           8
nand3_1           21
nand4_1            7
nor2_1            21
o21ai_0           24
xnor2_1           23
xor2_1            20
-- area by class of cell --
| type | count | area, um^2 | share of cell area [%] |
|---|---|---|---|
| clock buffer | 9 | 124 | 2.29 |
| clock inverter | 29 | 164 | 3.03 |
| inverter | 13 | 48.8 | 0.903 |
| multi-input combinational | 267 | 1980 | 36.7 |
| sequential | 75 | 2050 | 38.0 |
| tap | 133 | 166 | 3.08 |
| timing repair buffer | 98 | 868 | 16.1 |
-- flip-flops by register name, summed over array words and instances, names as in the netlist --
signal and count:
isLocked 1, count_dist 10, price_locked 20, price 20
charging 1, count_start 12, count_time 10, is_initialized 1
-- timing repair --
action                                  in CTS  in global routing
buffers inserted                             4                  3
pin swaps                                    5                  6
resized                                     28                 11
endpoints found under the setup margin      13                 12
-- worst paths after layout --
path / to / slack (ps) / cells after the start
min in group asynchronous: count_time[7] / 760 / 1
max reg2reg: price[14] / 10 / 15
max: price[14] / -240 / 13
min: price[0] / 480 / 1
min reg2reg: price[0] / 480 / 1
max in group asynchronous: price[1] / 1810 / 2
-- per-stage QoR --
step / instances / hold WS, ps / power, uW
6_report: 624 / 475 / 1210
3_3_place_gp: 580 / 463 / 806
4_1_cts: 621 / 483 / 1220
2_1_floorplan: 365 / 409 / 720
3_5_place_dp: 580 / 473 / 809
5_1_grt: 624 / 492 / 1280
-- kinds of logic after synthesis --
family                     Yosys count  share of synthesized area (%)
AOI/OAI and AO/OA                   56                           9.42
xor gates and xnor gates            43                           9.45
adders and majority gates           13                           4.08
buffers and inverters               23                           2.32
DFF                                 75                           51.5
muxes                               10                           3.23
and+or+nand+nor                    145                           20.0
-- routing by layer --
layer | vias to the layer above | GRT usage [%] | wire, um
met5 | - | 0 | 0
met4 | 0 | 1.76 | 97
met3 | 10 | 3.06 | 355
met2 | 56 | 23.4 | 3310
met1 | 1424 | 28.9 | 4110
li1 | 1548 | - | -
Power figures rest on the tool's default switching activity, not on a simulated workload.
