<file path="/design/flow/run.sh">
#!/bin/bash
# OpenROAD 26Q1-2900-gdf79404cd8, Yosys 0.63+post, stock flow scripts
make -C /OpenROAD-flow-scripts/flow DESIGN_CONFIG=/design/flow/config.mk WORK_HOME=/design/flow/orfs finish
</file>
<file path="/design/flow/config.mk">
export PLATFORM = sky130hd
export DESIGN_NAME = dist_counter
export DESIGN_NICKNAME = dist_counter
export VERILOG_FILES = /design/flow/design.v
export SDC_FILE = /design/flow/constraint.sdc
export NUM_CORES = 4
export LEC_CHECK = 1
export CORE_UTILIZATION = 40
</file>
<file path="/design/flow/constraint.sdc">
current_design dist_counter

set clk_period 4.6
set clk_io_pct 0.2

create_clock -name clk0 -period $clk_period [get_ports {clk}]

set non_clock_inputs [all_inputs -no_clocks]
set_input_delay [expr $clk_period * $clk_io_pct] -clock clk0 $non_clock_inputs
set_output_delay [expr $clk_period * $clk_io_pct] -clock clk0 [all_outputs]
</file>
<file path="/design/flow/design.v">
module dist_counter(input clk,                       
                    input rst_n,                     
                    input [1:0] state,               
                    output reg [15:0] dist,          
                    output reg [15:0] dist_locked);
    reg [3:0] count; 
    reg isLocked;
    always @(posedge clk or negedge rst_n) begin
        if (!rst_n) begin
            count <= 0;
        end
        else begin
            if (state == 2'b00) begin
                count <= 0;
            end
            else if (state == 2'b01) begin
                if (count == 9) begin
                    count <= 0;
                end
                else begin
                    count <= count + 1;
                end
            end
            else         
                ;
        end
    end
    always @(negedge clk or negedge rst_n) begin
        if (!rst_n) begin
            dist = 0;
        end
        else begin
            if (state == 2'b00) begin
                if (!isLocked) begin
                    dist_locked = dist;
                    isLocked    = 1;
                end
                dist = 0;
            end
            else begin
                isLocked = 0;
                if (count == 9) begin
                    dist[3:0] = dist[3:0] + 1;
                end
                    if (dist[3:0] > 9) begin
                        dist[3:0] = dist[3:0] - 10;
                        dist[7:4] = dist [7:4] + 1;
                    end
                    else
                        ;
                if (dist[7:4] > 9) begin
                    dist[7:4]  = dist[7:4] - 10;
                    dist[11:8] = dist [11:8] + 1;
                end
                else
                    ;
                if (dist[11:8] > 9) begin
                    dist[11:8]  = dist[11:8] - 10;
                    dist[15:12] = dist [15:12] + 1;
                end
                else
                    ;
                if (dist[15:12] > 9) begin
                    dist[3:0]   = 9;
                    dist[7:4]   = 9;
                    dist[11:8]  = 9;
                    dist[15:12] = 9;
                end
                else
                    ;
            end
        end
    end
endmodule
</file>
==> out/qor.log <==
INFO  power          leakage=1.33nW
INFO  routing        drc_errors=0
INFO  clocking       clock-sinks=37
INFO  place          gp_congestion=0.874
INFO  setup_path     max_stage_delay=0.42ns
INFO  routing        viasPerCell=5.09
INFO  clocking       htreeDepth=2
INFO  global_routing grt_antenna_before_repair=0
INFO  final_timing   rsz0062_at_grt=true
INFO  yosys          most_common_cell=sky130_fd_sc_hd__edfxtp_1
INFO  global_routing wire_length_of_the_first_global_routing_pass=7.66mm
INFO  clocking       cts_root_buf=sky130_fd_sc_hd__clkbuf_8
INFO  setup_path     worst_ep_arrival_time=3.02ns
INFO  die            core.rowCount=25
INFO  yosys          synthDominantAreaCellType=sky130_fd_sc_hd__edfxtp_1
INFO  place          dp_worst_setup_slack=-0.572ns
INFO  yosys          portion_of_the_post_synthesis_area_used_by_sequential_elements=49.9%
INFO  yosys          mapped_avg_cell_area=11.5um2
INFO  routing        drt_first_pass_iters=4
INFO  layout         layout-area-overhead-vs-synth=51.9%
INFO  die            core_util_floorplan=42.3%
INFO  clocking       post_cts_hold_fix_buffer_tally=0
INFO  clocking       clk_path_buf_depth=2
INFO  die            chip_area=5350um2
INFO  yosys          yosysWarnings=1
INFO  final_timing   postLayoutSetupSlackWorst=-0.598ns
INFO  routing        met3_wirelength=181um
INFO  yosys          ys_cells=176
INFO  outcome        run_status=finished, violations left
INFO  layout         fillers=361
INFO  global_routing grt_start_max_net_pins=22
INFO  yosys          synthTopCellsByCount=17 x sky130_fd_sc_hd__edfxtp_1, 16 x sky130_fd_sc_hd__dfrtn_1, 14 x sky130_fd_sc_hd__nand2_1
INFO  yosys          async_reset_ff_share=54.1%
INFO  final_timing   final_hold_viol_count=0
INFO  setup_path     critPathRequiredTime=2.43ns
INFO  power          worst_vdd_rail_ir_drop=148uV
INFO  global_routing gr-usage-all-layers=18.9%
INFO  final_timing   hold-worst-slack=0.515ns
INFO  yosys          ys.flop_type=sky130_fd_sc_hd__edfxtp_1
INFO  global_routing grt_pass1_vias=1664
INFO  yosys          synth_cells=176
INFO  power          powerDensity=224nW/um2
INFO  die            core_footprint=4790um2
INFO  final_timing   finalSetupViolations=16
INFO  routing        routed-wl-met2=2.06mm
INFO  yosys          largest_cells_by_area_after_synthesis=sky130_fd_sc_hd__edfxtp_1 25%, sky130_fd_sc_hd__dfrtn_1 20%, sky130_fd_sc_hd__ha_1 5.6%, sky130_fd_sc_hd__dfrtp_1 4.9%, sky130_fd_sc_hd__xor2_1 3.0%
INFO  final_timing   relSlewSlack=68.8%
INFO  layout         layout-drive-gt1-share=31.8%
INFO  setup_path     crit_path_cell_trace=inv_2 -> ha_4 -> nand3b_4 -> or3_4 -> a221oi_4 -> xnor2_2 -> or3_4 -> mux2i_4 -> mux2i_4 -> nor3_1
INFO  yosys          netlist.area_leader.share=25.2%
INFO  setup_path     critPathSlowestCell=sky130_fd_sc_hd__mux2i_4
INFO  yosys          yosys-stat-area=2030um2
INFO  routing        num_antenna_cells=0
INFO  die            io_pins=36
INFO  yosys          yosysUniqueCellTypes=50
INFO  hold_path      hold_class=reg2reg
INFO  routing        dr.max_layer_used=met4
INFO  final_timing   number_of_pins_with_negative_max_slew_slack_in_the_final_report=0
INFO  yosys          mappedNetlistArea=2030um2
INFO  clocking       cts_tree=done
INFO  routing        drt-total-wl=4.54mm
INFO  routing        route.detailed.wl_per_inst=13.2um
INFO  run            openroad.warnings=46
INFO  clocking       cts-buffers-inserted=5
INFO  setup_path     critPathMaxFanout=7
INFO  routing        antenna_left=0
INFO  routing        routedLengthMet1=2.29mm
INFO  yosys          numSynthFlops=37
INFO  die            die_height=73.2um
INFO  setup_path     kind_of_end_point_of_the_critical_path=flip-flop
INFO  routing        first_iter_violations=94
INFO  yosys          edf_count=17
INFO  final_timing   worstMarginPinSlew=0.463ns
INFO  die            die_x=73.2um
INFO  outcome        violations_in_the_final_reports=setup timing
INFO  routing        routed-via-count=1750
INFO  final_timing   final.setup_skew=0.0511ns
INFO  setup_path     startpoint_type=flip-flop
INFO  layout         design_area=3080um2
INFO  place          detailed_place_hpwl=3.34mm
INFO  clocking       insertion_delay=0.34ns
INFO  global_routing gr_ovfl_total=0
INFO  run            max_cap_viol=0
INFO  place          io_buffer_count=35
INFO  place          place_area=2850um2
INFO  setup_path     ws_path_type=reg2reg
INFO  clocking       clkTransAtPathRegs=0.08ns
==> stage by stage <==
stage | util [%] | power, mW | std cells | setup TNS [ns]
floorplan | - | 0.413 | 176 | -7.24
global placement | 59.5 | 0.443 | 314 | -8.31
detailed placement | 59.5 | 0.445 | 314 | -8.98
CTS | 62.7 | 0.696 | 339 | -8.55
global route | 64.3 | 0.731 | 344 | -10.84
finish | 64.3 | 0.690 | 344 | -8.52
==> final timing paths <==
check,start,to,slack [ns],cells after the start
worst max-delay path,count[1]$_DFFE_PN0P_,dist[1]$_DFF_NN0_,-0.60,10
worst min-delay path,dist[3]$_DFF_NN0_,dist_locked[3]$_DFFE_NP_,0.52,0
worst max register to register,count[1]$_DFFE_PN0P_,dist[1]$_DFF_NN0_,-0.60,10
worst min register to register,dist[3]$_DFF_NN0_,dist_locked[3]$_DFFE_NP_,0.52,0
max in group asynchronous,rst_n,dist[4]$_DFF_NN0_,1.09,2
min in group asynchronous,rst_n,count[1]$_DFFE_PN0P_,1.05,2
==> kinds of logic after synthesis <==
group                      synth area share [%]
DFF                                        49.9
adders and majority gates                  5.56
AOI/OAI and AO/OA                          16.7
xor gates and xnor gates                   5.19
and+or+nand+nor                            15.4
buffers and inverters                      2.59
muxes                                      4.63
==> where the power goes <==
group          internal, mW  switching, mW
combinational        0.0320         0.0262
sequential            0.355        0.00641
clock                 0.126          0.144
total                 0.513          0.177
==> layout by cell type, fill, tap and decap left out, types with 3 or more instances in the layout <==
cell type,instances
sky130_fd_sc_hd__dfrtn_1,16
sky130_fd_sc_hd__nor3_1,7
sky130_fd_sc_hd__dfrtp_1,4
sky130_fd_sc_hd__clkdlybuf4s50_1,35
sky130_fd_sc_hd__buf_4,46
sky130_fd_sc_hd__ha_1,8
sky130_fd_sc_hd__a21o_1,3
sky130_fd_sc_hd__a21oi_1,5
sky130_fd_sc_hd__inv_1,19
sky130_fd_sc_hd__mux2i_1,3
sky130_fd_sc_hd__o21ai_0,6
sky130_fd_sc_hd__nand3_1,3
sky130_fd_sc_hd__a21oi_2,6
sky130_fd_sc_hd__xnor2_1,3
sky130_fd_sc_hd__nand2_1,14
sky130_fd_sc_hd__edfxtp_1,17
sky130_fd_sc_hd__xor2_1,7
sky130_fd_sc_hd__clkbuf_8,5
sky130_fd_sc_hd__nor2_1,9
==> state kept, by name, summed over array words and instances (netlist names) <==
register     count
dist_locked     16
dist            16
count            4
isLocked         1
==> what timing repair did <==
| action | in CTS | in global routing |
|---|---|---|
| gates resized | 1 | 9 |
| setup buffers | 1 | 5 |
| pin swaps | 3 | 5 |
| gates cloned | 0 | 0 |
| hold endpoints to repair | 0 | 0 |
| setup endpoints to repair | 16 | 17 |
==> worst max-delay path: cells and delay by family, from the launching register on <==
family,cells,cell delay (ns)
flops,1,0.40
mux,2,0.74
compound gates,1,0.32
fa+ha+maj,1,0.14
buf+inv,1,0.07
xor+xnor,1,0.14
simple gates,4,0.93
==> layer usage <==
layer	GRT usage (%)	vias to the layer above
li1	-	872
met3	3.64	4
met1	30.4	832
met5	0	-
met4	1.53	0
met2	29.1	42
==> area by class of cell <==
class                      instances  area [um2]  share of cell area (%)
multi-input combinational        127        1080                    35.2
sequential                        37        1010                    32.8
timing repair buffer              84         738                    24.0
tap                               67        83.8                    2.72
clock buffer                       7        76.3                    2.48
clock inverter                    18        68.8                    2.24
inverter                           4        15.0                   0.488
Power and IR drop assume default switching activity.
